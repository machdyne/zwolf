==> ./run.sh <==
#!/bin/bash
# OpenROAD 26Q1-2900-gdf79404cd8, Yosys 0.63+post, stock flow scripts
make -C /OpenROAD-flow-scripts/flow DESIGN_CONFIG=/design/flow/config.mk WORK_HOME=/design/flow/orfs finish
==> ./config.mk <==
export PLATFORM = sky130hd
export DESIGN_NAME = zwolf_mcu
export DESIGN_NICKNAME = zwolf_mcu
export VERILOG_FILES = /design/flow/design.v
export SDC_FILE = /design/flow/constraint.sdc
export NUM_CORES = 4
export LEC_CHECK = 1
export CORE_UTILIZATION = 40
==> ./constraint.sdc <==
current_design zwolf_mcu

set clk_period 8.4
set clk_io_pct 0.2

create_clock -name clk0 -period $clk_period [get_ports {CLK_48}]

set non_clock_inputs [all_inputs -no_clocks]
set_input_delay [expr $clk_period * $clk_io_pct] -clock clk0 $non_clock_inputs
set_output_delay [expr $clk_period * $clk_io_pct] -clock clk0 [all_outputs]
==> ./design.v <==
module i2c
(
	input clk,
	input resetn,
   input scl,
   inout sda,
	input [6:0] i2c_addr,
	input [7:0] i2c_wdata,
	output reg [7:0] i2c_rdata,
	output reg cpu_halt,
	output reg cpu_reset,
	output reg cpu_execute
);
	assign sda = (sda_low) ? 1'b0 : 1'bz;
	reg sda_low;
	reg scl_meta;
	reg scl_prev;
	reg sda_meta;
	reg sda_prev;
	wire scl_rise = (scl_meta && !scl_prev);
	wire scl_fall = (!scl_meta && scl_prev);
	wire sda_rise = (sda_meta && !sda_prev);
	wire sda_fall = (!sda_meta && sda_prev);
	wire i2c_addr_match =
		((i2c_sr[7:1] == 0) || (i2c_addr == i2c_sr[7:1]));
	reg [7:0] i2c_sr;
	reg [3:0] i2c_bits;
	reg i2c_read;
	reg [7:0] i2c_reg;
	reg [1:0] i2c_phase;
	reg i2c_addr_ok;
	reg i2c_start;
	always @(posedge clk or negedge resetn) begin
		cpu_halt <= 0;
		cpu_reset <= 0;
		cpu_execute <= 0;
		if (!resetn) begin
			i2c_read <= 0;
			i2c_start <= 0;
			i2c_phase <= 0;
			i2c_bits <= 0;
			sda_low <= 0;
			sda_meta <= 0;
			scl_meta <= 0;
			sda_prev <= 0;
			scl_prev <= 0;
		end else begin
			scl_meta <= scl;
			scl_prev <= scl_meta;
			sda_meta <= sda;
			sda_prev <= sda_meta;
			if (scl_meta && sda_fall) begin	 
				i2c_addr_ok <= 0;
				i2c_start <= 1;
				i2c_bits <= 0;
				i2c_phase <= 0;
				i2c_read <= 0;
			end
			if (scl_meta && sda_rise) begin	 
				i2c_start <= 0;
				i2c_phase <= 0;
			end
			if (i2c_start && scl_rise && !i2c_read) begin
				i2c_sr <= { i2c_sr[6:0], sda_meta };
			end
			if (i2c_start && scl_fall) begin
				sda_low <= 0;
				if (i2c_addr_ok && i2c_read && i2c_phase == 1) begin
					if (i2c_bits == 8) begin
						sda_low <= 0;	 
					end else begin
						sda_low <= ~i2c_wdata[7 - i2c_bits];
					end
				end
				i2c_bits <= i2c_bits + 1;
				if (i2c_bits == 8) begin
					i2c_bits <= 0;
					i2c_phase <= i2c_phase + 1;
					case (i2c_phase)
						0: begin
							if	(i2c_addr_match) begin
								i2c_addr_ok <= 1;
								sda_low <= 1;	 
							end
							i2c_read <= i2c_sr[0];
						end
						1: begin
							if (i2c_addr_ok && !i2c_read) begin
								i2c_reg <= i2c_sr;
								sda_low <= 1;	 
							end
						end
						2: begin
							if (i2c_addr_ok && !i2c_read) begin
								if (i2c_reg == 8'h80) begin
									if (i2c_sr[7]) cpu_halt <= 1;
									if (i2c_sr[6]) cpu_reset <= 1;
									if (i2c_sr[5]) cpu_execute <= 1;
								end else begin
									i2c_rdata <= i2c_sr;
								end
								sda_low <= 1;	 
							end
						end
					endcase
				end
			end
		end
	end
endmodule
module spi #()
(
	input [12:0] addr,
	output reg [7:0] rdata,
	input [7:0] wdata,
	output reg ready,
	input valid,
	input write,
	input clk,
	input resetn,
   output reg ss,
   output reg sck,
	output reg mosi,
	input miso,
);
	reg [2:0] state;
	localparam [2:0]
		STATE_IDLE			= 4'd0,
		STATE_INIT			= 4'd1,
		STATE_START			= 4'd2,
		STATE_CMD			= 4'd3,
		STATE_ADDR			= 4'd4,
		STATE_WAIT			= 4'd5,
		STATE_XFER			= 4'd6,
		STATE_END			= 4'd7;
	reg [15:0] buffer;
	reg [3:0] xfer_bits;
	always @(posedge clk) begin
		if (!resetn) begin
			xfer_bits <= 0;
			ready <= 0;
			state <= STATE_IDLE;
		end else if (valid && !ready && state == STATE_IDLE) begin
			state <= STATE_START;
			xfer_bits <= 0;
		end else if (!valid && ready) begin
			ready <= 0;
		end else if (xfer_bits) begin
			mosi <= buffer[15];
			if (sck) begin
				sck <= 0;
			end else begin
				sck <= 1;
				buffer <= {buffer, miso};
				xfer_bits <= xfer_bits - 1;
			end
		end else case (state)
			STATE_IDLE: begin
				ss <= 1;
				sck <= 0;
			end
			STATE_START: begin
				ss <= 0;
				state <= STATE_CMD;
			end
			STATE_CMD: begin
				if (write) buffer[15:8] <= 8'h02; else buffer[15:8] <= 8'h03;
				xfer_bits <= 8;
				state <= STATE_ADDR;
			end
			STATE_ADDR: begin
				buffer <= addr;
				xfer_bits <= 16;
				state <= STATE_XFER;
			end
			STATE_XFER: begin
				if (write) begin
					buffer <= wdata;
				end
				xfer_bits <= 8;
				state <= STATE_END;
			end
			STATE_END: begin
				if (write)
					ss <= 1;
				rdata <= buffer;
				ready <= 1;
				state <= STATE_IDLE;
			end
		endcase
	end
endmodule
module zwolf_cpu
(
	input clk,
	input resetn,
	output reg [12:0] mem_addr,
	input [7:0] mem_rdata,
	output reg [7:0] mem_wdata,
	output reg mem_write,
	output reg mem_valid,
	input mem_ready,
	input [1:0] gpio_in,
	output reg [1:0] gpio_out,
	output reg [1:0] gpio_dir,
	input [7:0] io_rdata,
	output reg [7:0] io_wdata,
	output reg [6:0] i2c_addr,
	input ext_halt,
	input ext_reset,
	input ext_execute,
);
	parameter INIT_PC = 13'h0000;
	parameter INIT_SP = 13'h1fff;
	reg [7:0] op;
	reg [7:0] a, b;
	reg [12:0] pc;
	reg [12:0] sp;
	reg [1:0] sr;
	reg [2:0] state;
	reg run;
	localparam [2:0]
		STATE_INIT = 3'd0,
		STATE_FETCH = 3'd1,
		STATE_LOAD = 3'd2,
		STATE_STORE = 3'd3,
		STATE_EXECUTE = 3'd4;
	wire [7:0] alu_result =
		mem_rdata[2:0] == 3'h0 ? a + b + sr[1] :
		mem_rdata[2:0] == 3'h1 ? a - b - sr[1] :
		mem_rdata[2:0] == 3'h2 ? a & b :
		mem_rdata[2:0] == 3'h3 ? a | b :
		mem_rdata[2:0] == 3'h4 ? a ^ b :
		mem_rdata[2:0] == 3'h5 ? a | 8'h80 : 8'b0;
	always @(posedge clk) begin
		delay <= delay + 1;
		if (!resetn || ext_reset) begin
			run <= 0;
			state <= STATE_INIT;
			i2c_addr <= 7'h0c;
		end else if (delay == 0) begin
			if (mem_ready) begin
				mem_valid <= 0;
				mem_write <= 0;
			end
			(* parallel_case *)
			case (state)
				STATE_INIT: begin
					state <= STATE_FETCH;
					mem_write <= 0;
					mem_valid <= 0;
					pc <= INIT_PC;
					sp <= INIT_SP;
					run <= 1;
				end
				STATE_FETCH: begin
					if (mem_ready) begin
						if (run) begin
							op <= mem_rdata;
							state <= STATE_EXECUTE;
						end
					end else if (!mem_valid) begin
						mem_addr <= pc;
						mem_valid <= 1;
					end
				end
				STATE_LOAD: begin
					if (mem_ready) begin
						a <= mem_rdata;
						state <= STATE_FETCH;
					end else if (!mem_valid) begin
						mem_addr <= sp;
						mem_valid <= 1;
					end
				end
				STATE_STORE: begin
					if (mem_ready) begin
						state <= STATE_FETCH;
					end
				end
				STATE_EXECUTE: begin
					(* parallel_case *)
					case (1'b1)
						(op == 8'h00): begin
							sr <= 0;
							state <= STATE_FETCH;
						end
						(op == 8'h01): begin
							mem_addr <= sp;
							mem_wdata <= a;
							mem_valid <= 1;
							mem_write <= 1;
							sp <= sp - 1;
							state <= STATE_STORE;
						end
						(op == 8'h02): begin
							sp <= sp + 1;
							state <= STATE_LOAD;
						end
						(op == 8'h03): begin
							mem_addr <= sp + a;
							mem_valid <= 1;
							state <= STATE_LOAD;
						end
						(op == 8'h04): begin
							a <= b;
							b <= a;
						end
						(op >= 8'h10 && op <= 8'h15): begin
							a <= alu_result;
						end
						(op == 8'h20): pc <= {b, a};
						(op == 8'h21): if (sr[0]) pc <= {b, a};
						(op == 8'h22): if (sr[1]) pc <= {b, a};
						(op == 8'h30): begin
							{b, a} = pc;
						end
						(op == 8'h40): begin
							if (b == 8'h10) a <= gpio_dir;
							if (b == 8'h11) a <= gpio_in;
							if (b == 8'h7f) a <= i2c_addr;
							if (b == 8'h81) a <= io_rdata;
						end
						(op == 8'h41): begin
							if (b == 8'h10) gpio_dir <= a;
							if (b == 8'h11) gpio_out <= a;
							if (b == 8'h7f) i2c_addr <= a;
							if (b == 8'h81) io_wdata <= a;
						end
						(op & 8'h80) == 8'h80: begin
							a <= op ^ 8'h80;
						end
					endcase
					if (op < 8'h20 || op > 8'h22) pc <= pc + 1;
					if (op > 8'h03) state <= STATE_FETCH;
				end
			endcase
		end else begin
			if (ext_halt) run <= 0;
			if (ext_execute) begin
				op = io_rdata;
				state <= STATE_EXECUTE;
			end
		end
	end
endmodule
module zwolf_mcu #()
(
	input CLK_48,
	input GPIOA,	 
	inout GPIOB,	 
	inout GPIOC,
	inout GPIOD,
   output SPI_SS_RAM,
   output SPI_SCK,
   input SPI_MISO,
   output SPI_MOSI,
);
   reg [1:0] resetn_counter = 0;
   wire resetn = &resetn_counter;
   always @(posedge clk) begin
      if (!resetn)
         resetn_counter <= resetn_counter + 1;
   end
	wire clk = CLK_48;
	wire [6:0] i2c_addr;
	wire [1:0] cpu_gpio_dir;
	wire [1:0] cpu_gpio_out;
   assign {GPIOD, GPIOC} = cpu_gpio_dir ? cpu_gpio_out : 2'bz;
	wire [12:0] mem_addr;
	wire [7:0] mem_wdata;
	wire [7:0] mem_rdata;
	wire [7:0] cpu_ioreg;
	wire mem_write;
	wire mem_valid;
	wire mem_ready;
	wire ext_halt;
	wire ext_reset;
	wire ext_execute;
	zwolf_cpu #() zwolf_cpu0 (
		.clk(clk),
		.resetn(resetn),
		.mem_addr(mem_addr),		 
		.mem_rdata(mem_rdata),	 
		.mem_wdata(mem_wdata),	 
		.mem_write(mem_write),	 
		.mem_valid(mem_valid),	 
		.mem_ready(mem_ready),	 
		.io_rdata(i2c_ioreg),
		.io_wdata(cpu_ioreg),
		.i2c_addr(i2c_addr),
		.ext_halt(ext_halt),
		.ext_reset(ext_reset),
		.ext_execute(ext_execute),
		.gpio_in({GPIOD, GPIOC}),
		.gpio_out(cpu_gpio_out),
		.gpio_dir(cpu_gpio_dir),
	);
	wire ss;
	assign SPI_SS_RAM = ~ss;	 
   spi #() spi0 (
		.clk(clk),
		.resetn(resetn),
		.addr(mem_addr),
		.wdata(mem_wdata),
		.rdata(mem_rdata),
		.valid(mem_valid),
		.ready(mem_ready),
		.write(mem_write),
		.ss(ss),
		.sck(SPI_SCK),
		.mosi(SPI_MOSI),
		.miso(SPI_MISO),
	);
	wire [7:0] i2c_ioreg;
   i2c #() i2c0 (
		.clk(clk),
		.resetn(resetn),
		.scl(GPIOA),
		.sda(GPIOB),
		.i2c_addr(i2c_addr),
		.i2c_wdata(cpu_ioreg),
		.i2c_rdata(i2c_ioreg),
		.cpu_halt(ext_halt),
		.cpu_reset(ext_reset),
		.cpu_execute(ext_execute),
	);
endmodule
==> ci_impl_report.md <==
### Yosys + OpenROAD results

| Metric | Value |
|---|---|
| Chip Width | 144 microns |
| Number of instances in the synthesized netlist | roughly 840 |
| Number of hold-repair buffers added at the cts stage | 0 |
| Post-synth regs | about 130 |
| Final weighted congestion of routability-driven global placement | 0.929 |
| Post-synthesis async set-or-reset flop share | 0% |
| Outcome | aborted with a tool error |
| Sinks on Clock Net | 131 |
| Cell area after placement | 8420 sq um |
| Y dimension of the die | between 100 and 150 microns |
| Row count | 51 |
| Clock buffer depth | 2 |
| CTS buffer count | 17 |
| Number of gates resized after CTS | 0 |
| Count of pins on the block boundary | 9 |
| Yosys stat cell total | 837 |
| Number of setup buffers added after CTS | 0 |
| Placed wire-length estimate after detailed placement | about 14000 microns |
| Number of synthesis warnings | 8 |
| Count of flip-flops with a built-in enable after synthesis | 106 |
| Fp_density | 41.3% |
| Synthesis area per yosys | around 8100 sq um |
| Proportion of synthesized chip area in sequential cells | a little under half |
| Port-buffer cells | 4 |
| Total number of H-tree levels | 4 |
| Flip-flop cell with the highest count after synthesis | edfxtp_1 |
| Count of distinct cell types in the synthesized netlist | slightly above 70 |
| CTS Root Cell | clkbuf_16 |
| Synthesized cell area | 8110 sq um |
| Error message | [error] [KeplerFormal.cpp:679] Workflow failed: Iso has multiple drivers: .GPIOC0, GPIOC$_DFFE_PP_.Q0 |
| Average footprint of a synthesized cell | roughly 9.7 sq um |
| Last flow stage reached | clock tree synthesis |
| Setup WS pre-CTS | around 4.4 ns |
[stage by stage]
stage,power [W],cells,hold WS (ns)
2_1_floorplan,0.000706,837,0.400
3_3_place_gp,0.000706,1077,0.401
3_5_place_dp,0.000706,1077,0.418
[cell families after synthesis]
logic type | synth area share, %
AND/OR/NAND/NOR | 17.5
AND-OR/OR-AND | 18.6
flip-flops | 45.4
buffers and inverters | 4.00
adder cells (fa/ha/maj) | 7.78
XOR/XNOR | 3.78
multiplexers | 2.85
other | 0.0462
[Yosys cell counts, types with 5 or more instances]
library cell  instances  area [sq um]
xnor2_1              17           149
nand2b_1              8          50.1
o21a_1                5          37.5
clkbuf_1             32           120
nor3_1               20           100
and3_1                9          56.3
a21oi_1              43           215
or4_1                 5          37.5
nand3_1              25           125
edfxtp_1            106          3180
nand2_1              81           304
a21o_1                6          45.0
xor2_1               18           158
inv_1                39           146
buf_1                 5          18.8
and2_1                5          31.3
o21ai_0              57           285
nor2_1               82           308
o22ai_1              12          75.1
nor2b_1              16           100
mux2i_1              22           220
a22oi_1              11          82.6
a221oi_1              5          43.8
ha_1                 44           551
a2bb2oi_1             5          43.8
dfxtp_1              25           500
a211oi_1             20           150
o21bai_1              5          37.5
or3_1                 7          43.8
o211ai_1              5          37.5
a22o_1                6          52.6
a31oi_1              16           100
Power figures rest on the tool's default switching activity, not on a simulated workload.
